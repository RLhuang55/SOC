File: flow/design.v
module mem(
    input wire rst_i,
    input wire clk_i,
    input wire[5-1:0] reg_waddr_i,
    input wire reg_we_i,
    input wire[32-1:0] reg_wdata_i,
    input wire[32-1:0] ram_data_i,
    input wire mem_we_i,
    input wire[32-1:0] mem_addr_i,
    input wire[32-1:0] mem_data_i,
    input wire[3:0] mem_op_i,   
    output reg[32-1:0] ram_addr_o,
    output reg ram_w_request_o,
    output reg[32-1:0] ram_data_o,
    output reg[5-1:0] reg_waddr_o,
    output reg reg_we_o,
    output reg[32-1:0] reg_wdata_o,
    output reg halt_o
);
    wire[1:0] ram_addr_offset;
    assign ram_addr_offset = mem_addr_i[1:0] & 2'b11;
    always @(posedge clk_i) begin
        if (mem_op_i==4'b0011 && mem_addr_i == 32'h200008)
            halt_o <= 1'b1;
        else
            halt_o <= halt_o;
    end
    always @(*) begin
        if (rst_i == 1'b1) begin
            reg_waddr_o = 0;
            reg_we_o = 1'b1;
            reg_wdata_o = 32'h0;
            ram_addr_o = 32'h0;
            ram_data_o = 32'h0;
            ram_w_request_o = 1'b0;
        end else begin
            reg_waddr_o = reg_waddr_i; 
            reg_we_o = reg_we_i; 
            ram_w_request_o = mem_we_i; 
            ram_addr_o = mem_addr_i;
            case(mem_op_i)    
                4'b1001: begin
                    case(ram_addr_offset)
                    2'b00:begin
                        reg_wdata_o = {{24{ram_data_i[7]}}, ram_data_i[7:0]};
                    end
                    2'b01:begin
                        reg_wdata_o = {{24{ram_data_i[15]}}, ram_data_i[15:8]};
                    end
                    2'b10:begin
                        reg_wdata_o = {{24{ram_data_i[23]}}, ram_data_i[23:16]};
                    end
                    default:begin
                        reg_wdata_o = {{24{ram_data_i[31]}}, ram_data_i[31:24]};
                    end
                    endcase      
                end
                4'b1100: begin
                    case(ram_addr_offset)
                    2'b00:begin
                        reg_wdata_o = {{24{1'b0}}, ram_data_i[7:0]};
                    end
                    2'b01:begin
                        reg_wdata_o = {{24{1'b0}}, ram_data_i[15:8]};
                    end
                    2'b10:begin
                        reg_wdata_o = {{24{1'b0}}, ram_data_i[23:16]};
                    end
                    default:begin
                        reg_wdata_o = {{24{1'b0}}, ram_data_i[31:24]};
                    end
                    endcase      
                end
                4'b1010: begin
                    case(ram_addr_offset)
                    2'b00:begin
                        reg_wdata_o = {{16{ram_data_i[15]}}, ram_data_i[15:0]};
                    end
                    default:begin
                        reg_wdata_o = {{16{ram_data_i[31]}}, ram_data_i[31:16]};
                    end
                    endcase      
                end
                4'b1101: begin
                    case(ram_addr_offset)
                    2'b00:begin
                        reg_wdata_o = {{16{1'b0}}, ram_data_i[15:0]};
                    end
                    default:begin
                        reg_wdata_o = {{16{1'b0}}, ram_data_i[31:16]};
                    end
                    endcase      
                end
                4'b1011: begin
                    reg_wdata_o = ram_data_i;     
                end
                4'b0001: begin
                    case (ram_addr_offset)
                    2'b00: begin
                        ram_data_o = {ram_data_i[31:8],mem_data_i[7:0]};
                    end
                    2'b01: begin
                        ram_data_o = {ram_data_i[31:16],mem_data_i[7:0], ram_data_i[7:0]};
                    end
                    2'b10:begin
                        ram_data_o = {ram_data_i[31:24],mem_data_i[7:0], ram_data_i[15:0]};
                    end
                    default:begin
                        ram_data_o = {mem_data_i[7:0], ram_data_i[23:0]};
                    end
                    endcase
                end
                4'b0010: begin
                    case (ram_addr_offset)
                    2'b00: begin
                        ram_data_o = {ram_data_i[31:16],mem_data_i[15:0]};
                    end
                    default:begin
                        ram_data_o = {mem_data_i[15:0], ram_data_i[15:0]};
                    end
                    endcase
                end
                4'b0011: begin
                    ram_data_o = mem_data_i;
                end
                default: begin
                    reg_wdata_o = reg_wdata_i;
                    ram_addr_o = 32'h0;
                    ram_data_o = 32'h0;
                    ram_w_request_o = 1'b0;
                end
            endcase
        end  
    end  
endmodule
File: flow/run.sh
#!/bin/bash
# OpenROAD 26Q1-2900-gdf79404cd8, Yosys 0.63+post, stock flow scripts
make -C /OpenROAD-flow-scripts/flow DESIGN_CONFIG=/design/flow/config.mk WORK_HOME=/design/flow/orfs finish
File: flow/config.mk
export PLATFORM = sky130hd
export DESIGN_NAME = mem
export DESIGN_NICKNAME = mem
export VERILOG_FILES = /design/flow/design.v
export SDC_FILE = /design/flow/constraint.sdc
export NUM_CORES = 4
export LEC_CHECK = 1
export CORE_AREA = 10 10 149 149
export DIE_AREA = 0 0 159 159
File: flow/constraint.sdc
current_design mem

set clk_period 4.4
set clk_io_pct 0.2

create_clock -name clk0 -period $clk_period [get_ports {clk_i}]

set non_clock_inputs [all_inputs -no_clocks]
set_input_delay [expr $clk_period * $clk_io_pct] -clock clk0 $non_clock_inputs
set_output_delay [expr $clk_period * $clk_io_pct] -clock clk0 [all_outputs]
==> ci_impl_report.md <==
## Synthesis and layout report

| Metric | Value |
|---|---|
| Status | finished clean |
| Tot Pwr | 448 uW |
| Final Util | 0.321 |
| XOR/XNOR Fraction of Synth Area | 0.00999 |
| Finished Layout Cells | 878 |
| Area grow syn2layout | 78.7% |
| YS chip area | 3380 sq um |
| Endpoints left unconstrained | 128 |
| Worst min path class | in -> out |
| Synth cell count leaders | dlxtn_1, nor2_1, and2_1, nand2_1 |
| Top cell area share | 0.284 |
| Number of inserted diodes | 0 |
| GR Util All Layers | 0.148 |
| Share of layout cells above drive strength 1 | 0.105 |
| Final GP Congestion | 0.911 |
| Count of boundary I/O pins | approximately 250 |
| DRT Pass-1 Iters | 6 |
| Fp util | 0.180 |
| Post-Route WL | 19,900 um |
| CP Class | in -> out |
| Hold-fix buffers, CTS | 0 |
| Drt drc | 0 |
| Critical Path RT | ~3500 ps |
| Vias per inst | approximately 4.7 |
| Area post-placement | 6040 sq um |
| Max IR drop VDD | 0.0338 mV |
| PD cells | 74.1 nW/um^2 |
| Chip area | 25,300 sq um |
| Design area | slightly above 6000 sq um |
| Number of global-route vias before repair | 4,182 |
| Leading area contributor after synthesis | dlxtn_1 |
| Critical Path Sink Type | output port |
| Final Cycle Share | 0.921 |
| Post-synthesis cell type count | 64 |
| Synthesized area per cell | 8.56 sq um |
| Hold Vio Cnt, Final | 0 |
| Data arrival time of the critical path | 3170 ps |
| DRT antenna net count | 0 |
| Cells after synthesis | 395 |
| Number of placement rows | about 50 |
| Post-CTS Setup Inserts | 0 |
| Setup TNS Final | 0 ps |
| Startpoint types | input port |
| Vias | 4,123 |
| Die height | 159 um |
| GR Overflow Total | 0 |
| Post_cts resized | 0 |
| Combinational Area | 2200 sq um |
| Fmax | 247 MHz |
| Post-DP HPWL | 16,400 um |
| Post-synth mux share | 0.0796 |
| Top comb family, area | AND-OR/OR-AND gates |
| Cell area leaders | dlxtn_1, and2_1, nor2_1 |
| Simple-Gate Area Share | 0.246 |
| Unrepaired setup endpoints after global routing | no |
| Post-Syn Area | 3380 sq um |
| Static leakage | approximately 2.1 nW |
| Post-layout min period | 4050 ps |
| Number of synthesized flops with an enable pin | 0 |
| Crit-path max FO | 33 |
| Drt wl/cell | 22.6 um |
| Synth warnings | 1 |
| Largest net degree at the start of global routing | 45 |
| Seq cells post-synth | 64 |
| Synth Area in Adders | 0 |
| First-pass GRT wire length | 28,800 um |
| # fillers | 2,013 |
| Max Cap Viol | 0 |
| Placed Cells | 878 |
| Number of cells in Yosys stat | slightly below 400 |
| Port Buf Inserts | 243 |
| Rel. slew slack | 0.450 |
| Core Region | around 19,000 sq um |
| Final Setup Violations | 0 |
| Max-slew violation count | 0 |
| Die Width | 159 um |
| Yosys top cell by instances | dlxtn_1 |
| Yosys aoi share | 0.315 |
| Register pins left without a clock | about 64 |
| Initial antenna violation count | 1 |
| Worst slew pin tran | 822 ps |
| Asr flop ratio synth | 0 |
| Main flop type | dlxtn_1 |
| Tool warning count | 28 |
| DR iter-0 viols | 297 |
| Storage cell area | 961 sq um |
[sequential cells by signal, indices dropped and copies added (netlist names)]
signal / flops
ram_data_o: 32
reg_wdata_o: 32
[per-stage QoR]
stage / worst slack, ps / hold slack (ps)
detailed placement: 322 / 2680
floorplan: 1420 / 1820
CTS: 321 / 2680
global placement: 342 / 2680
finish: 346 / 2670
global route: 61.6 / 2690
[worst max-delay path: stages]
cell             delay, ps
clkdlybuf4s50_1        490
a21boi_0               460
o31ai_4                250
o21ai_2                180
buf_4                  270
and2_1                 160
clkdlybuf4s50_1        480
[power by group]
part           switching (mW)  internal [mW]  total [mW]
clock                       0              0           0
sequential            0.00116         0.0275      0.0287
combinational           0.191          0.228       0.419
[layout make-up]
class / count / area share
Multi-Input combinational cell: 292 / 0.365
Tap cell: 260 / 0.0539
Inverter: 5 / 0.00311
Timing Repair Buffer: 257 / 0.419
Sequential cell: 64 / 0.159
[routing by layer]
metal / GRT usage / vias to the layer above / part of all wire
met3: 0.0632 / 6 / 0.12
met4: 0.00421 / 2 / 0.0039
met1: 0.195 / 1939 / 0.43
met5: 0 / - / 0.00065
li1: - / 1922 / -
met2: 0.236 / 254 / 0.45
[cell families after synthesis]
family / count (synthesis)
buf+inv: 39
mux: 17
compound gates: 114
simple gates: 157
xor+xnor: 3
latches: 64
other cells: 1
[path summary, 6_finish.rpt]
path	start	end	cells past startpoint	slack [ps]
setup / recovery	mem_op_i[3]	ram_w_request_o	7	350
hold / removal	mem_addr_i[26]	ram_addr_o[26]	3	2670
[cells in the final DEF, fill, tap and decap left out, drive strengths merged, types with 2 or more instances in the layout]
cell type | Yosys | final
xnor2 | 2 | 2
nor4b | 2 | 2
clkdlybuf4s50 | 0 | 242
o21bai | 8 | 8
nand2b | 2 | 2
o21ai | 2 | 2
or2 | 2 | 2
a21boi | 2 | 2
a31oi | 8 | 8
o31ai | 2 | 2
nand3b | 2 | 2
nor2 | 53 | 53
a21oi | 10 | 10
a32oi | 8 | 8
buf | 28 | 15
mux4 | 7 | 7
and3b | 2 | 2
inv | 5 | 5
nand3 | 15 | 15
and2 | 33 | 33
dlxtn | 64 | 64
mux2 | 9 | 9
a222oi | 17 | 17
a22oi | 16 | 16
a2111oi | 2 | 2
nor2b | 8 | 8
o311ai | 2 | 2
nand2 | 29 | 29
nor3 | 4 | 4
a211oi | 24 | 24
a221oi | 6 | 6
No activity file was given, so power comes from the tool's default toggle rates.
