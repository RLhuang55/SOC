===== design.v =====
module regfile(
    input wire clk_i,
    input wire rst_i,
    input wire we_i,
    input wire[5-1:0] waddr_i,
    input wire[32-1:0] wdata_i,
    input wire re1_i,
    input wire[5-1:0] raddr1_i,
    input wire re2_i,
    input wire[5-1:0] raddr2_i,
    output reg[32-1:0] rdata1_o,
    output reg[32-1:0] rdata2_o
);
    reg[32-1:0] regs[0:32-1];
    integer i;
    initial begin
        for (i=0;i<32;i=i+1)
            regs[i] = 0;
    end
    always @(posedge clk_i) begin
        if (rst_i == 0) begin
            if ((we_i == 1'b1) && (waddr_i != 0)) begin
                    regs[waddr_i] <= wdata_i;
                end
        end 
    end 
    always @(*) begin
        if (raddr1_i == 0) begin
            rdata1_o = 32'h0;
        end else if (raddr1_i == waddr_i && we_i == 1'b1 && re1_i == 1'b1) begin
        end else if (re1_i == 1'b1) begin
            rdata1_o = regs[raddr1_i];
        end else begin
            rdata1_o = 32'h0;
        end 
    end 
    always @(*) begin
        if (raddr2_i == 0) begin
            rdata2_o = 32'h0;
        end else if (raddr2_i == waddr_i && we_i == 1'b1 && re2_i == 1'b1) begin
            rdata2_o = wdata_i;
        end else if (re2_i == 1'b1) begin
            rdata2_o = regs[raddr2_i];
        end else begin
            rdata2_o = 32'h0;
        end 
    end 
    task readRegister;
        input integer raddr;
        output integer val;
        begin
            val = regs[raddr[4:0]];
        end
    endtask    
endmodule

===== run.sh =====
#!/bin/bash
# OpenROAD 26Q1-2900-gdf79404cd8, Yosys 0.63+post, stock flow scripts
make -C /OpenROAD-flow-scripts/flow DESIGN_CONFIG=/design/flow/config.mk WORK_HOME=/design/flow/orfs finish

===== config.mk =====
export PLATFORM = sky130hd
export DESIGN_NAME = regfile
export DESIGN_NICKNAME = regfile
export VERILOG_FILES = /design/flow/design.v
export SDC_FILE = /design/flow/constraint.sdc
export NUM_CORES = 4
export LEC_CHECK = 1
export CORE_UTILIZATION = 50

===== constraint.sdc =====
current_design regfile

set clk_period 5.9
set clk_io_pct 0.2

create_clock -name clk0 -period $clk_period [get_ports {clk_i}]

set non_clock_inputs [all_inputs -no_clocks]
set_input_delay [expr $clk_period * $clk_io_pct] -clock clk0 $non_clock_inputs
set_output_delay [expr $clk_period * $clk_io_pct] -clock clk0 [all_outputs]

==> job_summary.md <==
### Flow metrics

| Metric | Value |
|---|---|
| Synthesized area per cell | `about 20 sq um` |
| Count of unresolved DRC violations after routing | `0` |
| Final period utilization | `0.934` |
| Post-Syn Area | `about 48000 sq um` |
| Count of state elements after synthesis | `between 1000 and 1500` |
| I/O pin count | `roughly 120` |
| Chip footprint | `97700 sq um` |
| Iteration-0 DRC count of the detailed router | `between 1500 and 2000` |
| Number of filler instances in the final layout | `a little under 7000` |
| Logic gate share of total power | `0.087` |
| Core Footprint | `around 95000 sq um` |
| Share of power burned in the clock network | `0.411` |
| Global-route wire length before repair | `between 200000 and 250000 microns` |
| Internal Dissipation | `around 13 mW` |
| Clk buf depth | `3` |
| TNS Setup | `0 ns` |
| Via count of the first global-routing pass | `around 31000` |
| Total of endpoints with negative setup slack in the final report | `0` |
| Post-cts gate resize count | `0` |
| Starting density of the core | `0.506` |
| Data required, critical path | `between 4 and 5 ns` |
| Post-cts hold buffer count | `0` |
| Worst slack after detailed placement | `0.508 ns` |
| Largest voltage drop on the vdd net | `0.000208 V` |
| Pin count of the biggest net entering global routing | `about 57` |
| Clock buffers created by TritonCTS | `between 100 and 150` |
| Root Driver | `sky130_fd_sc_hd__clkbuf_16` |
| Die y size | `around 310 microns` |
| Lkg Pwr | `approximately 18 nW` |
| Distinct lib cells | `around 40` |
| Signed area change from the synthesized netlist to the final layout | `14.6%` |
| Number of antenna repair diodes | `0` |
| Final Hold Violating Endpoints | `0` |
| Maximum Capacitance Violations | `0` |
| Critical path arrival | `between 4 and 5 ns` |
| Part of the power in registers | `0.502` |
| Chip Area, Yosys | `between 40000 and 50000 sq um` |
| Count of mapped cells out of synthesis | `2384` |
| Worst Tran Pin Value | `~1.1 ns` |
| Remaining antenna violation count after routing | `0` |
| Congestion Overflow GR | `0` |
| Setup repair after global routing missed its margin | `no` |
| Final setup margin | `approximately 0.4 ns` |
| Count of synthesis-stage warnings from yosys | `1` |
| Total number of H-tree levels | `3` |
| Final Max-Slew Violation Tally | `0` |
| Post-detailed-routing wire length | `150000 microns` |
| Highest net fanout along the worst path | `between 40 and 50` |
| Register pins left without a clock | `32` |
| Setup CP Type | `in -> out` |
| Count of tool warnings | `26` |
| Timing-limited maximum frequency | `~0.18 GHz` |
| Wire per inst | `38.0 microns` |
| DP Wirelength | `just under 90000 microns` |
| Number of antenna violations at the first check in global routing | `3` |
| Post-CTS Setup Inserts | `0` |
| Switching power of the nets | `3.59 mW` |
| Endpoint class of the critical path | `output pin` |
| Time the worst path needs with I/O delays and setup | `~5.5 ns` |
| Gpl congestion | `~0.9` |
| Proportion of total power due to net switching | `0.222` |
| Via total after detailed routing | `approximately 27000` |
| Pre-Repair DR Iteration Count | `7` |
| Vias/cell | `6.80` |
| Count of endpoints without a timing constraint | `around 64` |
| Share of layout cells above drive strength 1 | `0.324` |
| Chip Width | `approximately 310 microns` |
| End-of-flow core utilization | `0.580` |
| CTS tree | `yes` |
| Remaining max-slew budget at the tightest pin | `0.277` |
| Clock-pin slew reported for the worst setup and hold paths after clock tree synthesis | `about 0.060 ns` |
| # port buffers | `115` |
| Category of the worst setup path launch point | `input pin` |
| Power density cells | `292 nW/um^2` |
| Run status | `completed` |
| Total cells reported by yosys after synthesis | `~2400` |
| Number of standard-cell rows in the floorplan | `between 100 and 150` |
| Most used cells in the layout excluding fill and tap cells | `sky130_fd_sc_hd__edfxtp_1 (1024), sky130_fd_sc_hd__mux4_2 (512), sky130_fd_sc_hd__mux2i_1 (141), sky130_fd_sc_hd__buf_4 (133), sky130_fd_sc_hd__clkbuf_16 (113)` |
| Most frequent standard cell in the layout excluding fill and tap cells | `sky130_fd_sc_hd__edfxtp_1` |
| Overall routing resource usage | `0.358` |
| Path type of the worst min-delay path | `in -> reg` |
-- logic make-up (layout without fill, tap and decap cells) --
kind of cell	Yosys count	after routing	synth area share
flops	1024	1024	0.638
other cells	1	32	0.0000778
mux	653	653	0.268
simple gates	154	154	0.0159
latches	32	32	0.00997
xor+xnor	10	10	0.00182
compound gates	279	279	0.0420
buf+inv	231	507	0.0239
-- worst paths after layout --
path	slack (ns)	from	cells past startpoint	to
max	0.39	raddr2_i[2]	7	rdata2_o[5]
min	1.33	wdata_i[23]	2	regs[21][23]
-- cells in the mapped netlist (all sizes together) --
cell / instances / area share
nand2: 7 / 0.00055
edfxtp: 1024 / 0.64
o21bai: 16 / 0.0025
and3b: 1 / 0.00018
or4: 1 / 0.00016
buf: 124 / 0.016
conb: 1 / 0.000078
nand2b: 4 / 0.00052
and2: 1 / 0.00013
mux2i: 141 / 0.029
clkbuf: 70 / 0.0055
a22oi: 19 / 0.0030
a211o: 19 / 0.0035
a211oi: 27 / 0.0042
or2: 3 / 0.00039
nor4: 1 / 0.00013
xnor2: 10 / 0.0018
nor2b: 26 / 0.0034
o21ai: 50 / 0.0053
nand3: 38 / 0.0039
a31oi: 3 / 0.00039
o22ai: 38 / 0.0049
a21oi: 29 / 0.0030
nor3: 21 / 0.0022
o211ai: 1 / 0.00026
a221o: 39 / 0.0081
inv: 31 / 0.0024
clkinv: 6 / 0.00047
mux4: 512 / 0.24
dlxtn: 32 / 0.010
nand4: 3 / 0.00039
a221oi: 38 / 0.0069
nor2: 46 / 0.0036
nor3b: 2 / 0.00031
-- metal layers --
metal  up-vias  wire length, microns  GRT usage
met5         -                   154     0.0174
met4         8                  5650     0.0975
met3       345                 30600      0.305
met2      2155                 69700      0.493
met1     13568                 44300      0.447
li1      10821                     -          -
-- power groups by stage --
stage | clock network (mW) | registers [mW] | logic (mW)
CTS | 6.73 | 8.11 | 1.42
global route | 6.99 | 8.11 | 1.50
finish | 6.63 | 8.11 | 1.41
-- critical path: stages --
cell and delay [ns]:
sky130_fd_sc_hd__buf_6 0.46, sky130_fd_sc_hd__nand2_1 0.82, sky130_fd_sc_hd__o22ai_1 0.82, sky130_fd_sc_hd__nor3_1 0.13
sky130_fd_sc_hd__buf_4 0.16, sky130_fd_sc_hd__a211o_1 0.29, sky130_fd_sc_hd__clkdlybuf4s50_1 0.43
-- cell type report --
type	count	area [sq um]	share of cell area
Clock inverter	68	539	0.00976
Timing Repair Buffer	270	2620	0.0475
Tap cell	1265	1580	0.0287
Clock buffer	132	2900	0.0525
Sequential cell	1056	31200	0.565
Multi-Input combinational cell	1128	16200	0.294
Inverter	37	139	0.00251
-- flip-flops by register name, summed over array words and instances, names as in the netlist --
| register | count |
|---|---|
| rdata1_o | 32 |
| regs | 1024 |
-- through the flow --
| step | std cells | area (sq um) | total power, mW | hold slack [ns] |
|---|---|---|---|---|
| after floorplan | 2415 | 48300 | 9.09 | 1.28 |
| after global placement | 3756 | 51800 | 9.66 | 2.00 |
| final | 3956 | 55200 | 16.1 | 1.33 |
| after detailed placement | 3756 | 51800 | 9.67 | 2.01 |
| after CTS | 3956 | 55200 | 16.3 | 1.28 |
| after global routing | 3956 | 55200 | 16.6 | 1.30 |
Power figures rest on the tool's default switching activity, not on a simulated workload.
